$ cat /design/flow/design.v
module unsignedFPadder(
  input  [31:0] ioa,
  input  [31:0] iob,
  output        ioo_sgn,
  output [2:0]  iocond,
  output [7:0]  ioo_exp2,
  output [26:0] ionorm_sum
);
  wire [7:0] a_exp = ioa[30:23];  
  wire [7:0] b_exp = iob[30:23];  
  wire [23:0] a_mnt = {1'h1,ioa[22:0]};  
  wire [23:0] b_mnt = {1'h1,iob[22:0]};  
  wire  _mntAzero_T_1 = |a_mnt[22:0];  
  wire  mntAzero = ~(|a_mnt[22:0]);  
  wire  _mntBzero_T_1 = |b_mnt[22:0];  
  wire  mntBzero = ~(|b_mnt[22:0]);  
  wire  expAone = &a_exp;  
  wire  expBone = &b_exp;  
  wire  Azero = ~(|a_exp) & mntAzero;  
  wire  Bzero = ~(|b_exp) & mntBzero;  
  wire  Inzero = Azero & Bzero;  
  wire  Ainf = expAone & mntAzero;  
  wire  Binf = expBone & mntBzero;  
  wire  IninfN = Ainf & Binf;  
  wire  IninfO = Ainf | Binf;  
  wire  Anan = expAone & _mntAzero_T_1;  
  wire  Bnan = expBone & _mntBzero_T_1;  
  wire  Innan = Anan | Bnan;  
  wire  flag_nan = Innan | IninfN;  
  wire [8:0] _diff_exp_T = {1'b0,$signed(a_exp)};  
  wire [8:0] _diff_exp_T_1 = {1'b0,$signed(b_exp)};  
  wire [8:0] diff_exp = $signed(_diff_exp_T) - $signed(_diff_exp_T_1);  
  wire  alb_exp = $signed(diff_exp) < 9'sh0;  
  wire [23:0] a_mnts = alb_exp ? b_mnt : a_mnt;  
  wire [27:0] _sum1_T_1 = {1'h0,a_mnts,3'h0};  
  wire [23:0] b_mnts = alb_exp ? a_mnt : b_mnt;  
  wire [48:0] _shifted_b_mnts_2pw_T = {b_mnts,25'h0};  
  wire [8:0] _diff_exp_mag_T_2 = 9'sh0 - $signed(diff_exp);  
  wire [8:0] diff_exp_mag = alb_exp ? $signed(_diff_exp_mag_T_2) : $signed(diff_exp);  
  wire [48:0] shifted_b_mnts_2pw = _shifted_b_mnts_2pw_T >> diff_exp_mag;  
  wire [23:0] shifted_b_mnts = shifted_b_mnts_2pw[48:25];  
  wire  G1 = shifted_b_mnts_2pw[24];  
  wire  R1 = shifted_b_mnts_2pw[23];  
  wire  S1 = |shifted_b_mnts_2pw[22:0] | |diff_exp_mag[7:5] & ~Azero & ~Bzero;  
  wire [26:0] _sum1_T_2 = {shifted_b_mnts,G1,R1,S1};  
  wire [27:0] _GEN_0 = {{1'd0}, _sum1_T_2};  
  wire [28:0] sum1 = _sum1_T_1 + _GEN_0;  
  wire  flag_zero1 = sum1 == 29'h0;  
  wire  flag_zero = Inzero | flag_zero1;  
  wire  carrySignBit = sum1[27];  
  wire [7:0] o_exp1 = alb_exp ? b_exp : a_exp;  
  wire [7:0] _o_exp_add_T_2 = o_exp1 + 8'h1;  
  wire [7:0] o_exp2 = carrySignBit ? _o_exp_add_T_2 : o_exp1;  
  wire  flag_inf1 = o_exp2 >= 8'hff;  
  wire  flag_inf = IninfO | flag_inf1;  
  wire  _norm_sum_add_T_4 = sum1[1] | sum1[0];  
  wire [26:0] _norm_sum_add_T_5 = {sum1[27:2],_norm_sum_add_T_4};  
  wire [1:0] _cond_T = {flag_nan,flag_inf};  
  assign ioo_sgn = ioa[31];  
  assign iocond = {_cond_T,flag_zero};  
  assign ioo_exp2 = carrySignBit ? _o_exp_add_T_2 : o_exp1;  
  assign ionorm_sum = carrySignBit ? _norm_sum_add_T_5 : sum1[26:0];  
endmodule
module FPadder(
  input         clock,
  input         reset,
  input  [31:0] io_a,
  input  [31:0] io_b,
  output [31:0] io_o,
  input         io_op,
  input  [1:0]  io_round
);
  wire [31:0] adderFrontend_ioa;  
  wire [31:0] adderFrontend_iob;  
  wire  adderFrontend_ioo_sgn;  
  wire [2:0] adderFrontend_iocond;  
  wire [7:0] adderFrontend_ioo_exp2;  
  wire [26:0] adderFrontend_ionorm_sum;  
  wire [23:0] _GEN_0 = adderFrontend_iocond >= 3'h4 ? 24'hc00000 : 24'hffffff;  
  wire [23:0] _GEN_2 = adderFrontend_iocond == 3'h2 ? 24'h0 : _GEN_0;  
  wire [23:0] _GEN_4 = adderFrontend_iocond == 3'h1 ? 24'h0 : _GEN_2;  
  wire [7:0] _GEN_5 = adderFrontend_iocond == 3'h1 ? 8'h0 : 8'hff;  
  wire [23:0] normalized_norm_sum_rounding = adderFrontend_ionorm_sum[23:0];  
  wire [23:0] o_mnt = adderFrontend_iocond == 3'h0 ? normalized_norm_sum_rounding : _GEN_4;  
  wire [7:0] o_exp3 = adderFrontend_ioo_exp2;  
  wire [7:0] o_exp4 = adderFrontend_iocond == 3'h0 ? o_exp3 : _GEN_5;  
  wire [8:0] _io_o_T = {adderFrontend_ioo_sgn,o_exp4};  
  unsignedFPadder adderFrontend (  
    .ioa(adderFrontend_ioa),
    .iob(adderFrontend_iob),
    .ioo_sgn(adderFrontend_ioo_sgn),
    .iocond(adderFrontend_iocond),
    .ioo_exp2(adderFrontend_ioo_exp2),
    .ionorm_sum(adderFrontend_ionorm_sum)
  );
  assign io_o = {_io_o_T,o_mnt[22:0]};  
  assign adderFrontend_ioa = io_a;  
  assign adderFrontend_iob = io_b;  
endmodule
$ cat /design/flow/run.sh
#!/bin/bash
# OpenROAD 26Q1-2900-gdf79404cd8, Yosys 0.63+post, stock flow scripts
make -C /OpenROAD-flow-scripts/flow DESIGN_CONFIG=/design/flow/config.mk WORK_HOME=/design/flow/orfs finish
$ cat /design/flow/config.mk
export PLATFORM = sky130hd
export DESIGN_NAME = FPadder
export DESIGN_NICKNAME = FPadder
export VERILOG_FILES = /design/flow/design.v
export SDC_FILE = /design/flow/constraint.sdc
export NUM_CORES = 4
export LEC_CHECK = 1
export CORE_UTILIZATION = 50
$ cat /design/flow/constraint.sdc
current_design FPadder

set clk_period 33.1
set clk_io_pct 0.2

create_clock -name clk0 -period $clk_period

set non_clock_inputs [all_inputs -no_clocks]
set_input_delay [expr $clk_period * $clk_io_pct] -clock clk0 $non_clock_inputs
set_output_delay [expr $clk_period * $clk_io_pct] -clock clk0 [all_outputs]
==> results.py <==
# Physical implementation metrics
metrics = {
    "status": {
        "outcome": "finished, final reports clean",
    },
    "final_timing": {
        "max_slew.worst_pin.slew_ns": 0.853,
        "rsz_0062_raised_after_global_routing": "no",
        "finalSetupViolCount": 0,
        "final_report_hold_violation_count": 0,
        "slew-limit-headroom_pct": 42.5,
        "worst_hold_slack_ns": 13.24,
        "achievable-frequency_ghz": 0.0413,
        "layout_min_cycle_time_ns": 24.20,
        "final_min_period_over_clock_period_pct": 73.1,
        "finalMaxSlewViolations": 0,
        "timing.setup.tns_ns": 0,
    },
    "routing": {
        "detailroute.via_count": 6668,
        "remaining_number_of_nets_flagged_by_the_antenna_check_after_routing": 0,
        "drt_total_wl_um": 20200,
        "diodes": 0,
        "wl_per_cell_um": 20.5,
        "routed_via_count_divided_by_cell_count": 6.75,
        "detail_route.drc_violations": 0,
        "first_iter_violations": 632,
        "firstDrtPassIters": 6,
    },
    "die": {
        "fp.dieArea_um2": 11400,
        "io_pins": 101,
        "floorplan.rows": 37,
        "die-height_um": 107,
        "floorplan.core_util_pct": 52.3,
        "die_w_um": 107,
        "floorplan.core_area_um2": 10500,
    },
    "placed_design": {
        "gp_congestion": 1.00,
        "port_buffers": 93,
        "place_hpwl_um": 16000,
    },
    "min_path": {
        "hold_path_depth": 0,
        "timing.hold.worst.class": "primary input to output port",
    },
    "layout": {
        "layout-drive-gt1-share_pct": 9.15,
        "multi_input_comb_area_um2": 5190,
        "clock_buffer_count": 0,
        "fill_cells": 962,
        "ff_latch_area_um2": 0,
        "area_growth_syn_to_layout_pct": 18.7,
        "design.seq.count": 0,
    },
    "worst_setup_path": {
        "cp-start-kind": "primary input",
        "crit_path_max_incr_delay_ns": 0.79,
        "worstPathBufferInverterCount": 5,
        "timing.critical_path.to_type": "output port",
        "critPathTopFamily": "AND-OR/OR-AND gates",
        "crit_path_max_fanout": 46,
        "setup.worst_path.class": "primary input to output port",
        "critical-path-slowest-cell": "sky130_fd_sc_hd__mux2i_4",
        "crit_path_depth": 33,
        "critical_path_required_ns": 26.48,
        "critical_path_arrival_ns": 17.58,
    },
    "clock_network": {
        "post_cts.repair.setup_buffers": 0,
        "cts_repair_resized_insts": 0,
        "postCtsHoldBufs": 0,
    },
    "global_routing": {
        "antenna_found_initial": 0,
        "number_of_global_route_vias_before_repair": 5832,
        "global_route_wire_length_before_repair_um": 31700,
        "grt_start_max_net_pins": 47,
        "grt_use_total_pct": 35.8,
        "globalRoute.totalOverflow": 0,
    },
    "synth": {
        "yosys_warnings": 0,
        "yosys-stat-cells": 795,
        "synthesis.instances": 795,
        "yosysMostFrequentCell": "sky130_fd_sc_hd__nor2_1",
        "synth.top_cell.area_share_pct": 8.23,
        "post_synthesis_cell_type_with_the_largest_combined_area": "sky130_fd_sc_hd__mux2i_1",
        "synth.yosys.seq_area_share_pct": 0,
        "mean_instance_size_in_the_synthesized_netlist_um2": 6.89,
        "synth.cell_area_um2": 5480,
        "synth.lib_cells_used.distinct": 87,
        "leading_post_synthesis_cells_by_instance_count": "sky130_fd_sc_hd__nor2_1 (86), sky130_fd_sc_hd__nand2_1 (82), sky130_fd_sc_hd__mux2i_1 (45), sky130_fd_sc_hd__a21oi_1 (41), sky130_fd_sc_hd__ha_1 (34)",
        "synth.top_cells.by_area": "sky130_fd_sc_hd__mux2i_1 (8.2%), sky130_fd_sc_hd__ha_1 (7.8%), sky130_fd_sc_hd__mux2_2 (6.0%), sky130_fd_sc_hd__nor2_1 (5.9%), sky130_fd_sc_hd__nand2_1 (5.6%)",
        "synth-area-yosys_um2": 5480,
    },
    "power": {
        "irDropWorstVdd_mv": 0.0311,
        "power-per-cell-area_nw_per_um2": 46.8,
        "power.leakage_nw": 2.57,
    },
    "job": {
        "drv.max_cap_violation_count": 0,
        "warnings": 40,
    },
}
[worst paths after layout]
check                    start       end
worst max-delay path  io_b[23]   io_o[0]
worst min-delay path  io_a[31]  io_o[31]
[kinds of logic after synthesis]
kind of cell	after synthesis	synth area share (%)
multiplexers	82	16.9
XOR/XNOR	32	5.74
AND-OR/OR-AND	260	35.8
AND/OR/NAND/NOR	309	27.2
buffers and inverters	76	5.94
adder cells (fa/ha/maj)	36	8.50
[cells in the final DEF, fill, tap and decap left out, types with 25 or more instances in the layout]
master,n
sky130_fd_sc_hd__clkdlybuf4s50_1,93
sky130_fd_sc_hd__nor2_1,86
sky130_fd_sc_hd__nand2_1,82
sky130_fd_sc_hd__mux2i_1,45
sky130_fd_sc_hd__a21oi_1,41
sky130_fd_sc_hd__ha_1,34
sky130_fd_sc_hd__nor4_1,31
sky130_fd_sc_hd__o21ai_0,29
sky130_fd_sc_hd__a211oi_1,29
sky130_fd_sc_hd__mux2_2,29
sky130_fd_sc_hd__nor3_1,25
[power breakdown]
| group | switching [mW] | internal (mW) | leakage, nW |
|---|---|---|---|
| Combinational | 0.174 | 0.130 | 2.57 |
| Clock | 0 | 0 | 0 |
| Sequential | 0 | 0 | 0 |
| Total | 0.174 | 0.130 | 2.57 |
[final cells by class]
cell class         count  area share, %
multi-input cells    719           79.8
repair buffers       109           16.2
well taps            136           2.62
inverters             24           1.39
[through the flow]
stage	instances	setup slack (ns)	power, mW	util, %	area (µm²)
4_1_cts	988	9.03	0.299	62.1	6500
6_report	988	8.90	0.304	62.1	6500
3_5_place_dp	988	9.07	0.297	62.1	6500
2_1_floorplan	795	13.05	0.201	-	5480
3_3_place_gp	988	9.20	0.296	62.1	6500
5_1_grt	988	8.17	0.329	62.1	6500
[per-layer routing]
| metal | vias up | GRT usage [%] | part of all wire, % |
|---|---|---|---|
| li1 | 3220 | - | - |
| met3 | 44 | 4.53 | 8.2 |
| met2 | 304 | 55.9 | 45 |
| met5 | - | 0 | 0 |
| met4 | 0 | 12.8 | 4.3 |
| met1 | 3100 | 50.9 | 43 |
No activity file was given, so power comes from the tool's default toggle rates.
